==> design/flow/design.v <==
module clk_div_2 (
  input rst,
  input clk_i,
  output reg clk_o
);
always @(posedge clk_i) begin
  if (rst) begin
    clk_o <= clk_i;
  end
  else begin
    clk_o <= !clk_o;
  end
end
endmodule
module controller (
  input rst,
  input clk,
  input trigger,
  input success,
  output reg [31:0] delay,
  output reg set_delay,
  output reg trigger_arm,
  output reg success_arm,
  output reg target_soft_reset,
  output reg target_hard_reset
);
always @(posedge clk) begin
  if (rst) begin
    delay <= 0;
    set_delay <= 0;
    trigger_arm <= 0;
    success_arm <= 0;
    target_soft_reset <= 0;
    target_hard_reset <= 0;
  end
  else begin
  end
end
endmodule
module desynk (
  input clk,
  input io_reset,
  output io_led,
  output io_target_clk,
  output io_target_reset,
  output io_target_power,
  output io_target_throttle,
  input io_target_ready,
  input io_target_success
);
wire rst; assign rst = io_reset;
wire clean_target_clock;
wire trigger;
wire delayed_trigger;
wire success;
wire [31:0] delay_cycles;
wire set_delay;
wire trigger_arm;
wire success_arm;
wire target_soft_reset;
wire target_hard_reset;
clk_div_2 Divider (
  .rst(rst),
  .clk_i(clk),
  .clk_o(clean_target_clock)
);
controller Controller (
  .rst(rst),
  .clk(clk),
  .trigger(trigger),
  .success(success),
  .delay(delay_cycles),
  .set_delay(set_delay),
  .trigger_arm(trigger_arm),
  .success_arm(success_arm)
);
target_control_reset #(
  .RESET_CYCLES(320000),    
  .ACTIVE_HIGH(1)
) TargetReset (
  .rst(rst),
  .clk(clk),
  .trigger(target_soft_reset),
  .target_reset(io_target_reset)
);
target_control_power #(
  .GUARD_CYCLES(100),
  .RESET_CYCLES(3200000)    
) TargetPower (
  .rst(rst),
  .clk(clk),
  .trigger(target_hard_reset),
  .target_power(io_target_power),
  .target_throttle(io_target_throttle)
);
detect_edge #(
   .TRIG_CYCLES(2),
   .RISING_EDGE(1)
 ) Trigger (
  .rst(rst),
  .clk(clk),
  .target(io_target_ready),
  .arm(trigger_arm),
  .trigger(trigger)
);
trigger_delay #(.TRIG_CYCLES(2)) Delay (
  .rst(rst),
  .clk(clk),
  .trigger(trigger),
  .clean_target_clock(clean_target_clock),
  .delay(delay_cycles),
  .set_delay(set_delay),
  .delayed_trigger(delayed_trigger)
);
glitch_clk_fast #(.N_CYCLES(2)) Glitch (
  .rst(rst),
  .clk(clk),
  .trig(delayed_trigger),
  .clean_target_clock(clean_target_clock),
  .clk_o(io_target_clk)
);
detect_edge #(
   .TRIG_CYCLES(2),
   .RISING_EDGE(1)
 ) Success (
  .rst(rst),
  .clk(clk),
  .target(io_target_success),
  .arm(success_arm),
  .trigger(success)
);
reg led;
assign io_led = led;
initial begin
  led <= 0;
end
always @(posedge clk) begin
  led <= !led;
end
endmodule
module detect_edge(
  input rst,
  input clk,
  input target,
  input arm,
  output reg trigger
);
parameter TRIG_CYCLES=1;
parameter RISING_EDGE=1;
enum reg [2:0] { IDLE, WAIT, ARMED, ACTIVE, FINISHED } state;
reg [4:0] triggered_cycles;
always @(posedge clk) begin
  if (rst) begin
    state <= IDLE;
    triggered_cycles <= 0;
    trigger <= 0;
  end
  else begin
    if (state == IDLE) begin
      if (arm) begin
        state <= WAIT;
        triggered_cycles <= 0;
      end
    end
    else if (state == WAIT) begin
      if (target != RISING_EDGE) state <= ARMED;
    end
    else if (state == ARMED) begin
      if (target == RISING_EDGE) begin
        state <= ACTIVE;
        trigger <= 1;
        triggered_cycles <= 1;
      end
    end
    else if (state == ACTIVE) begin
      if (triggered_cycles >= TRIG_CYCLES) begin
        state <= FINISHED;
        trigger <= 0;
      end
      else triggered_cycles <= triggered_cycles + 1;
    end
    else if (state == FINISHED) begin
      if (!arm) state <= IDLE;
    end
  end
end
endmodule
module glitch_clk_fast(
  input rst,
  input clk,
  input trig,
  input clean_target_clock,
  output clk_o
);
parameter N_CYCLES=1;
enum reg [3:0] { IDLE, WAIT, ACTIVE, RECOVER, FINISHED } state;
reg [15:0] injected_cycles;
reg fast_clock;
assign clk_o = ((state == WAIT) & clean_target_clock) |
               ((state == IDLE) & clean_target_clock) |
               ((state == ACTIVE & fast_clock) & clk) |
               ((state == ACTIVE & !fast_clock) & 1'b0) |
               ((state == RECOVER) & 1'b0);
always @(posedge clk) begin
  if (rst) begin
    injected_cycles <= 0;
    fast_clock <= 0;
  end
  else begin
    if (state == WAIT) begin
      injected_cycles <= 0;
      fast_clock <= 1;
    end
    else if (state == ACTIVE) begin
      if (injected_cycles >= N_CYCLES-1) fast_clock <= 0;
      else injected_cycles <= injected_cycles + 1;
    end
  end
end
always @(posedge clean_target_clock) begin
  if (rst) begin
    state <= IDLE;
  end
  else begin
    if (state == IDLE) begin
      if (trig) state <= WAIT;
    end
    else if (state == WAIT) begin
      state <= ACTIVE;
    end
    else if (state == ACTIVE) begin
      if (!fast_clock) state <= RECOVER;
    end
    else if (state == RECOVER) begin
      if (!trig) state <= IDLE;
      else state <= FINISHED;
    end
    else if (state == FINISHED) begin
      if (!trig) state <= IDLE;
    end
  end
end
endmodule
module target_control_power(
  input rst,
  input clk,
  input trigger,             
  output target_power,       
  output target_throttle     
);
parameter GUARD_CYCLES=100;
parameter RESET_CYCLES=4800000;
reg request_power;
reg request_throttle;
assign target_power = request_power & !request_throttle;
assign target_throttle = request_throttle & !request_power;
enum reg [2:0] { IDLE, DRAINING, LOW, GUARDING } state;
reg [31:0] elapsed_cycles;
always @(posedge clk) begin
  if (rst) begin
    state <= GUARDING;
    elapsed_cycles <= RESET_CYCLES + GUARD_CYCLES;
    request_power <= 0;
    request_throttle <= 0;
  end
  else begin
    if (state != IDLE) begin
      elapsed_cycles <= elapsed_cycles + 1;
    end
    if (state == IDLE) begin
      if (trigger) begin
        state <= DRAINING;
        elapsed_cycles <= 1;
        request_power <= 0;
        request_throttle <= 0;
      end
    end
    else if (state == DRAINING) begin
      if (elapsed_cycles >= GUARD_CYCLES) begin
        state <= LOW;
        request_power <= 0;
        request_throttle <= 1;
      end
    end
    else if (state == LOW) begin
      if (elapsed_cycles >= (RESET_CYCLES - GUARD_CYCLES)) begin
        state <= GUARDING;
        request_power <= 0;
        request_throttle <= 0;
      end
    end
    else if (state == GUARDING) begin
      if (elapsed_cycles >= RESET_CYCLES) begin
        state <= IDLE;
        request_power <= 1;
        request_throttle <= 0;
      end
    end
  end
end
endmodule
module target_control_reset(
  input rst,
  input clk,
  input trigger,             
  output reg target_reset
);
parameter RESET_CYCLES=480000;
parameter ACTIVE_HIGH=1;
enum reg [1:0] { IDLE, RESETTING } state;
reg [31:0] elapsed_cycles;
always @(posedge clk) begin
  if (rst) begin
    state <= IDLE;
    elapsed_cycles <= 0;
    target_reset <= !ACTIVE_HIGH;
  end
  else begin
    if (state != IDLE) begin
      elapsed_cycles <= elapsed_cycles + 1;
    end
    if (state == IDLE) begin
      if (trigger) begin
        state <= RESETTING;
        elapsed_cycles <= 1;
        target_reset <= ACTIVE_HIGH;
      end
    end
    else if (state == RESETTING) begin
      if (elapsed_cycles >= RESET_CYCLES) begin
        state <= IDLE;
        target_reset <= !ACTIVE_HIGH;
      end
    end
  end
end
endmodule
module top (
  input CLK,
  input BTN1,
  output LED1,
  output P1A1,
  output P1A2,
  output P1A3,
  output P1A4,
  input  P1A7,
  input  P1A8
);
desynk #(
) Desynk (
  .clk(CLK),
  .io_reset(BTN1),
  .io_target_clk(P1A1),
  .io_target_reset(P1A2),
  .io_target_power(P1A3),
  .io_target_throttle(P1A4),
  .io_target_ready(P1A7),
  .io_target_success(P1A8)
);
endmodule
module trigger_delay(
  input rst,
  input clk,
  input trigger,
  input clean_target_clock,
  input [31:0] delay,
  input set_delay,
  output reg delayed_trigger
);
parameter TRIG_CYCLES=1;
enum reg [2:0] { IDLE, WAIT, ACTIVE, FINISHED} state;
reg [31:0] delay_cycles;
reg [31:0] elapsed_cycles;
reg [4:0] triggered_cycles;
always @(posedge clk) begin
  if (rst) begin
    state <= IDLE;
    delay_cycles <= 0;
  end
  else begin
    if (set_delay) delay_cycles <= delay;
    if (state == IDLE) begin
      if (trigger) begin
        state <= WAIT;
      end
    end
    else if (state == WAIT) begin
      if (elapsed_cycles >= delay_cycles) state <= ACTIVE;
    end
    else if (state == ACTIVE) begin
      if (triggered_cycles >= TRIG_CYCLES) state <= FINISHED;
    end
    else if (state == FINISHED) begin
      if (!trigger) state <= IDLE;
    end
  end
end
always @(posedge clean_target_clock) begin
  if (rst) begin
    triggered_cycles <= 0;
    delayed_trigger <= 0;
  end
  else begin
    if (state == IDLE) begin
      elapsed_cycles <= 0;
      triggered_cycles <= 0;
    end
    else if (state == WAIT) begin
      delayed_trigger <= 0;
      elapsed_cycles <=  elapsed_cycles + 1;
    end
    else if (state == ACTIVE) begin
      delayed_trigger <= 1;
      triggered_cycles <= triggered_cycles + 1;
    end
    else delayed_trigger <= 0;
  end
end
endmodule
==> design/flow/run.sh <==
#!/bin/bash
# OpenROAD 26Q1-2900-gdf79404cd8, Yosys 0.63+post, stock flow scripts
make -C /OpenROAD-flow-scripts/flow DESIGN_CONFIG=/design/flow/config.mk WORK_HOME=/design/flow/orfs finish
==> design/flow/config.mk <==
export PLATFORM = sky130hd
export DESIGN_NAME = top
export DESIGN_NICKNAME = top
export VERILOG_FILES = /design/flow/design.v
export SDC_FILE = /design/flow/constraint.sdc
export NUM_CORES = 4
export LEC_CHECK = 1
export CORE_UTILIZATION = 30
==> design/flow/constraint.sdc <==
current_design top

set clk_period 7.3
set clk_io_pct 0.2

create_clock -name clk0 -period $clk_period [get_ports {CLK}]

set non_clock_inputs [all_inputs -no_clocks]
set_input_delay [expr $clk_period * $clk_io_pct] -clock clk0 $non_clock_inputs
set_output_delay [expr $clk_period * $clk_io_pct] -clock clk0 [all_outputs]
==> reports/results.tsv <==
stage	metric	value	unit
outcome	status	finished, violations left	
outcome	failing checks	negative hold slack	
critical_path	CP required	5.84	ns
floorplan	Placeable Area	16500	um2
clocking	Resized Gates After CTS	0	
pwr	Pleak	2.08	nW
critical_path	critical path, cell by cell	clkbuf_16 > clkbuf_16 > nand3_1 > nand2_1 > clkdlybuf4s50_1	
critical_path	Critical Path Start	CLK	
clocking	CTS tree	yes	
critical_path	CP max FO	2	
global_route	routing usage on met3	0.0145	
global_route	antenna violations before repair	0	
routing	Vias/cell	4.64	
synthesis	Post-synth EDFFs	0	
cells_and_area	final instance area	5680	um2
floorplan	Die Size	17400	um2
synthesis	Seq cells post-synth	113	
cells_and_area	Synth-to-Final Area Change	12.3	%
final_timing	RSZ-0062 raised after global routing	no	
clocking	post-CTS setup buffers	0	
critical_path	crit-path most repeated cell	clkbuf_16	
floorplan	Die W	132	um
critical_path	Worst Path Arrival	4.44	ns
final_timing	worst-margin pin slew	0.753	ns
global_route	Most Crowded Layer GR	met1	
critical_path	Crit-path slowest cell	clkdlybuf4s50_1	
run	number of max-cap violations	0	
final_timing	Relative slew margins	0.498	
routing	DR pass1 iterations	4	
critical_path	R2R cell count	7	
synthesis	ys cells	564	
worst_hold_path	HP Class	clock port to register	
final_timing	register pins left without a clock	11	
synthesis	Distinct lib cells used	54	
final_timing	hold slack	-0.103	ns
synthesis	async set-reset flop share out of synthesis	0	
routing	DRT antenna net count	0	
routing	# diodes	0	
global_route	met2 usage	0.148	
synthesis	top area contributor share	0.447	
critical_path	Critical Path Sink	P1A1	
routing	via count	3643	
final_timing	clock skew	0.00357	ns
placed_design	I/O Buffers	6	
synthesis	Netlist Area Pre-Place	5060	um2
synthesis	top cells by area	dfxtp_1 45%, nor2_1 5.9%, xor2_1 5.7%	
cells_and_area	Layout Cells excl Fill	785	
routing	WL per Instance	10.7	um
cells_and_area	fill count	1597	
synthesis	Seq/Total Area, Yosys	0.447	
synthesis	mean post-synth cell area	8.97	um2
final_timing	number of unconstrained endpoints	11	
placed_design	placed cell areas	5290	um2
cells_and_area	layout cells sized above 1	0.0549	
global_route	gr usage total	0.100	
synthesis	post-synth top area cell	dfxtp_1	
synthesis	most numerous cell in the Yosys netlist	dfxtp_1	
global_route	met1 Track Usage GR	0.158	
placed_design	placed cell count	765	
floorplan	Starting Density	0.306	
pwr	Worst IR Drop VDD	0.125	mV
synthesis	Synth Flop Type	dfxtp_1	
placed_design	GPL Wtd Cong	0.812	
critical_path	CP max stage delay	0.42	ns
global_route	global-route wire length before repair	14900	um
floorplan	die height	132	um
critical_path	Reg-to-Reg Start	Desynk.TargetPower.state[0]$_SDFFE_PP1P_	
routing	DR iter-0 viols	259	
pwr	pwr dens	232	nW/um2
global_route	Overflow after GRT	0	
final_timing	Setup-failing EPs final	0	
floorplan	I/O pins	9	
routing	DRC errors left	0	
clocking	Clk pin slew, worst setup/hold paths	0.06	ns
run	Tool Warnings	42	
synthesis	Commonest cells post-synth	113 x dfxtp_1, 79 x nor2_1, 33 x xor2_1	
synthesis	Gate Count Post-Synth	564	
routing	Routed WL	8430	um
critical_path	CP Launch Type	clock port	
critical_path	CP Capture Type	output port	
placed_design	Final HPWL DP	5460	um
global_route	largest net degree at the start of global routing	80	
critical_path	critical path class	clock port to output port	
critical_path	r2r setup slk	4.71	ns
final_timing	Hold Vio Cnt, Final	1	
critical_path	worst r2r dst	Desynk.TargetPower.elapsed_cycles[28]$_SDFFE_PP0N_	
worst_hold_path	WHS Path Cells	4	
synthesis	Syn. warnings	11	
final_timing	post-route setup TNS	0	ns
clocking	hold buffers post-CTS	0	
global_route	vias in the first global route	3347	
clocking	clock latency (worst-skew pair)	0.45	ns
floorplan	# rows	47	
synthesis	Yosys Chip Area	5060	um2
final_timing	Max Slew Vio Count	0	
[report_power, final]
part / total, mW / internal [mW] / switching [mW]
clock: 0.586 / 0.375 / 0.211
sequential: 0.627 / 0.604 / 0.0234
combinational: 0.103 / 0.0517 / 0.0513
[metrics by stage]
step / setup slack [ns] / hold WS (ns) / power (mW) / utilization
after floorplan: 2.11 / 0.113 / 0.717 / -
after global placement: 1.71 / 0.113 / 0.748 / 0.320
after global routing: 1.35 / -0.0762 / 1.38 / 0.344
final: 1.40 / -0.103 / 1.32 / 0.344
after detailed placement: 1.71 / 0.113 / 0.751 / 0.320
after CTS: 1.37 / -0.113 / 1.34 / 0.344
[state kept, by name (all words and copies together) (netlist names), 2 cells and up]
register and flops:
Desynk.Trigger.triggered_cycles 5, Desynk.Delay.state 4, Desynk.TargetReset.elapsed_cycles 32, Desynk.TargetPower.state 2
Desynk.Trigger.state 5, Desynk.Glitch.state 5, Desynk.Glitch.injected_cycles 16, Desynk.TargetPower.elapsed_cycles 32
Desynk.Delay.triggered_cycles 5
[logic make-up after synthesis]
logic type / Yosys count / synth area share
adder cells (fa/ha/maj): 16 / 0.0396
XOR/XNOR: 55 / 0.0952
buffers and inverters: 48 / 0.0386
AND-OR/OR-AND: 52 / 0.0651
multiplexers: 12 / 0.0245
AND/OR/NAND/NOR: 267 / 0.289
other: 1 / 0.000741
flip-flops: 113 / 0.447
[worst min path at each step]
stage / endpoint / startpoint / slack (ns)
4_1_cts: Desynk.Divider.clk_o$_DFF_P_ / CLK / -0.11
5_1_grt: Desynk.Divider.clk_o$_DFF_P_ / CLK / -0.08
6_report: Desynk.Divider.clk_o$_DFF_P_ / CLK / -0.10
[layout make-up]
| class | instances | area [um2] | share of cell area |
|---|---|---|---|
| Tap cell | 220 | 275 | 0.0485 |
| Clock buffer | 20 | 368 | 0.0648 |
| Multi-Input combinational cell | 403 | 2600 | 0.458 |
| Sequential cell | 113 | 2260 | 0.398 |
| Inverter | 20 | 75.1 | 0.0132 |
| Clock inverter | 1 | 30.0 | 0.00529 |
| Timing Repair Buffer | 8 | 67.6 | 0.0119 |
[cell usage in the layout, fill, tap and decap left out, types with 13 or more instances in the layout]
master	instances
dfxtp_1	113
inv_1	20
and2_1	19
ha_1	16
nand4_1	23
xor2_1	33
clkbuf_16	13
a21oi_1	17
xnor2_1	22
nand3_1	23
nor3_1	18
nand2_1	22
nor2_1	79
nor4_1	20
[worst max-delay path, delay by kind of cell]
family / cells / cell delay [ns]
AND/OR/NAND/NOR: 2 / 0.12
buffers and inverters: 3 / 0.68
[routing by layer]
metal  vias to the layer above  share of wire  wire length (um)
met4                         0          0.021               173
li1                       1936              -                 -
met2                        46           0.41              3490
met1                      1646           0.53              4510
met5                         -              0                 0
met3                        15          0.031               258
Power and IR drop assume default switching activity.
